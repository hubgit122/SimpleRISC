`design/flow/run.sh`:
```
#!/bin/bash
# OpenROAD 26Q1-2900-gdf79404cd8, Yosys 0.63+post, stock flow scripts
make -C /OpenROAD-flow-scripts/flow DESIGN_CONFIG=/design/flow/config.mk WORK_HOME=/design/flow/orfs finish
```
`design/flow/config.mk`:
```
export PLATFORM = sky130hd
export DESIGN_NAME = decode_module
export DESIGN_NICKNAME = decode_module
export VERILOG_FILES = /design/flow/design.v
export SDC_FILE = /design/flow/constraint.sdc
export NUM_CORES = 4
export LEC_CHECK = 1
export CORE_UTILIZATION = 50
```
`design/flow/constraint.sdc`:
```
current_design decode_module

set clk_period 12.0
set clk_io_pct 0.2

create_clock -name clk0 -period $clk_period [get_ports {clock}]

set non_clock_inputs [all_inputs -no_clocks]
set_input_delay [expr $clk_period * $clk_io_pct] -clock clk0 $non_clock_inputs
set_output_delay [expr $clk_period * $clk_io_pct] -clock clk0 [all_outputs]
```
`design/flow/design.v`:
```
`timescale 1ns/10ps
module decode_module(clock,resetn,inst,ex_dest,mem_dest,wb_dest,wbbus,brbus,idbus);
input           clock;
input           resetn;
input   [15:0]  inst;
input   [2:0]   ex_dest,mem_dest,wb_dest;
input   [19:0]  wbbus;
output  [55:0]  idbus;
output  [17:0]  brbus;
parameter NOP = 4'd0;
parameter ADD = 4'd1;
parameter SUB = 4'd2;
parameter AND = 4'd3;
parameter OR  = 4'd4;
parameter NOT = 4'd5;
parameter SL  = 4'd6;
parameter SR  = 4'd7;
parameter SRU = 4'd8;
parameter ADDI= 4'd9;
parameter LD  = 4'd10;
parameter ST  = 4'd11;
parameter BR  = 4'd12;
wire        wbbus_valid;
wire [2:0]  wbbus_dest;
wire [15:0] wbbus_value;
wire        idbus_valid;
wire [3:0]  idbus_op;
wire [2:0]  idbus_dest;
wire [15:0] idbus_value1;
wire [15:0] idbus_value2;
wire [15:0] idbus_stvalue;
wire        brbus_valid;
wire        brbus_taken;
wire [15:0] brbus_offset;
wire        valid;
wire [3:0]  op;
wire [2:0]  src1;
wire [2:0]  src2;
wire [2:0]  dep2;
wire [2:0]  dest;
wire [5:0]  imm;
wire [9:0]  eimm;
wire [15:0] rout1,rout2;
reg  [55:0] idbus_reg;
assign eimm             = {10{imm[5]}};
assign op               = inst[15:12];
assign dest             = inst[11:9];
assign src1             = inst[8:6];
assign src2             = inst[5:3];
assign dep2             = op == ST ? dest : src2;
assign imm              = inst[5:0];
assign valid            = !((ex_dest && ((ex_dest == src1) || (op != NOT && op<=SRU || op==ST) && (ex_dest == dep2))) ||
                          (mem_dest && ((mem_dest == src1) || (op != NOT && op<=SRU || op==ST) && (mem_dest == dep2))) ||
                          (wb_dest && ((wb_dest == src1) || (op != NOT && op<=SRU || op==ST) && (wb_dest == dep2))));
assign idbus_op         = valid ? op : 0;
assign idbus_dest       = valid ? ((op == BR || op == ST) ? 3'd0 : dest) : 0;
assign idbus_value1     = rout1;
assign idbus_value2     = (op[3] && (|op[2:0])) ? {eimm, imm} : rout2;
assign idbus_valid      = 1;
assign idbus_stvalue    = rout2;
assign wbbus_valid      = wbbus[19];
assign wbbus_dest       = wbbus[18:16];
assign wbbus_value      = wbbus[15:0];
always@(posedge clock or negedge resetn)
if(!resetn)
    idbus_reg <= 0;
else
    idbus_reg <= {idbus_valid, idbus_op, idbus_dest, idbus_value1, idbus_value2, rout2};
assign brbus_valid = valid;
assign brbus_taken = (idbus_op == BR) & ((dest == 3'b0 ) ? (rout1 == 16'd0) : (dest == 3'b11 ) ? (|rout1) : ((dest == 3'b1 ) ^ rout1[15]));
assign brbus_offset = {eimm, imm};
regfile regs(
.clock(clock),
.wen(wbbus_valid),
.win(wbbus_value),
.raddr1(src1),
.raddr2(dep2),
.waddr(wbbus_dest),
.rout1(rout1),
.rout2(rout2)
);
assign brbus[17]=brbus_valid;
assign brbus[16]=brbus_taken;
assign brbus[15:0]=brbus_offset;
assign idbus = idbus_reg;
endmodule
`timescale 1ns/10ps
module regfile(clock,raddr1,rout1,raddr2,rout2,wen, waddr,win);
input           clock;
input           wen;
input   [15:0]  win;
input   [2:0]   raddr1,raddr2;
input   [2:0]   waddr;
output  [15:0]  rout1,rout2;
reg     [15:0]  ram[7:0];
assign rout1 = raddr1 ? ram[raddr1] : 16'd0;
assign rout2 = raddr2 ? ram[raddr2] : 16'd0;
always @(posedge clock)
begin
    ram[0]<=16'b0;
    if (wen)
    begin
        if(waddr!=0)
        begin
            ram[waddr]<= win;
        end
    end
end
endmodule
```
==> report_table.html <==
<!-- implementation run metrics -->
<table>
<tr><th>Metric</th><th>Value</th></tr>
<tr><th colspan="2">Final timing</th></tr>
<tr><td>Total count of hold-check failures in the final report</td><td>0</td></tr>
<tr><td>Slew at the pin closest to its max-slew limit</td><td>0.8879 ns</td></tr>
<tr><td>Setup violation total in the final timing report</td><td>0</td></tr>
<tr><td>Setup repair after global routing missed its margin</td><td>false</td></tr>
<tr><td>Share of the clock period used by the worst path</td><td>70.83%</td></tr>
<tr><td>Peak clock frequency supported by timing</td><td>117.7 MHz</td></tr>
<tr><td>Total negative setup slack</td><td>0 ns</td></tr>
<tr><td>Tmin final</td><td>8.500 ns</td></tr>
<tr><td>Fin Clk Skew</td><td>0.004843 ns</td></tr>
<tr><td>Worst-case headroom to the max-slew limit</td><td>40.68%</td></tr>
<tr><td>Max Transition Viols Final</td><td>0</td></tr>
<tr><td>Worst hold slack across all endpoints</td><td>0.5812 ns</td></tr>
<tr><td>Setup slack after layout</td><td>3.500 ns</td></tr>
<tr><th colspan="2">Drt</th></tr>
<tr><td>Antenna fix cells</td><td>0</td></tr>
<tr><td>Drt via density</td><td>5.470</td></tr>
<tr><td>Routed length per instance</td><td>20.09 um</td></tr>
<tr><td>1st-iter DRT viols</td><td>213</td></tr>
<tr><td>Number of vias in the routed layout</td><td>4726</td></tr>
<tr><td>DRC violation count after routing</td><td>0</td></tr>
<tr><td>Total iterations of the first detailed-routing run</td><td>4</td></tr>
<tr><td>Antenna violation net count after detailed routing</td><td>0</td></tr>
<tr><td>Total routed wirelength</td><td>17360 um</td></tr>
<tr><th colspan="2">Global routing</th></tr>
<tr><td>Maximum number of pins on one net before global-route repair</td><td>57</td></tr>
<tr><td>Antenna violations before repair</td><td>0</td></tr>
<tr><td>Total routing resource utilization after global routing</td><td>23.92%</td></tr>
<tr><td>First-pass GRT wire length</td><td>26710 um</td></tr>
<tr><td>Remaining Overflow, GRT</td><td>0</td></tr>
<tr><td>Vias in the first global route</td><td>4827</td></tr>
<tr><th colspan="2">Setup path</th></tr>
<tr><td>Crit. Startpoint</td><td>inst[13]</td></tr>
<tr><td>Maximum net fanout on the critical path</td><td>28</td></tr>
<tr><td>Type of the setup path with the least slack</td><td>primary input to output pin</td></tr>
<tr><td>Sort of element at the end of the critical path</td><td>output pin</td></tr>
<tr><td>Required arrival time at the worst endpoint</td><td>9.60 ns</td></tr>
<tr><td>CP Data Arrival Time</td><td>6.10 ns</td></tr>
<tr><td>Reg-to-reg critical path startpoint</td><td>regs.ram[7][5]$_DFFE_PP_</td></tr>
<tr><td>Kind of launch point of the worst setup path</td><td>primary input</td></tr>
<tr><th colspan="2">Synth</th></tr>
<tr><td>Synth top area share</td><td>41.61%</td></tr>
<tr><td>Yosys stat chip area</td><td>8083 um^2</td></tr>
<tr><td>Flip-flops with a built-in enable</td><td>112</td></tr>
<tr><td>Most frequent cell after synthesis</td><td>sky130_fd_sc_hd__edfxtp_1</td></tr>
<tr><td>Synthesis-stage register bit count</td><td>180</td></tr>
<tr><td>Biggest area contributors in the synthesized netlist</td><td>sky130_fd_sc_hd__edfxtp_1, sky130_fd_sc_hd__dfrtp_1, sky130_fd_sc_hd__mux2i_1</td></tr>
<tr><td>YS warnings</td><td>2</td></tr>
<tr><td>Fraction of registers with async set/reset</td><td>31.11%</td></tr>
<tr><td>Post-synthesis cell count from yosys</td><td>516</td></tr>
<tr><td>Syn Std Cell Area</td><td>8083 um^2</td></tr>
<tr><td>Cell types with the highest counts after synthesis</td><td>sky130_fd_sc_hd__edfxtp_1, sky130_fd_sc_hd__mux2i_1, sky130_fd_sc_hd__dfrtp_1, sky130_fd_sc_hd__mux2_2, sky130_fd_sc_hd__mux4_2</td></tr>
<tr><td>Synth area leader</td><td>sky130_fd_sc_hd__edfxtp_1</td></tr>
<tr><td>Synthesized instance count</td><td>516</td></tr>
<tr><td>Count of different cell masters after synthesis</td><td>52</td></tr>
<tr><td>Synthesized area per cell</td><td>15.66 um^2</td></tr>
<tr><td>Seq/Total Area, Yosys</td><td>61.92%</td></tr>
<tr><td>Most common reg cell</td><td>sky130_fd_sc_hd__edfxtp_1</td></tr>
<tr><th colspan="2">Power and ir drop</th></tr>
<tr><td>Switching power share of the total</td><td>22.77%</td></tr>
<tr><td>Power consumption</td><td>1.415 mW</td></tr>
<tr><td>Max rail drop VDD</td><td>0.09571 mV</td></tr>
<tr><td>Internal power</td><td>1.093 mW</td></tr>
<tr><td>Pleak</td><td>3.788 nW</td></tr>
<tr><td>Switching component of the power</td><td>322.3 uW</td></tr>
<tr><td>Clock share of power</td><td>36.6%</td></tr>
<tr><td>Combinational power share</td><td>13.4%</td></tr>
<tr><td>Seq pwr share</td><td>50.0%</td></tr>
<tr><td>Power density relative to cell area</td><td>141.5 nW/um^2</td></tr>
<tr><th colspan="2">Final layout</th></tr>
<tr><td>Non-filler cells, final</td><td>864</td></tr>
<tr><td>Max reg flops</td><td>124</td></tr>
<tr><td>Gate Area</td><td>2825 um^2</td></tr>
<tr><td>Count of filler cells inserted in the layout</td><td>1140</td></tr>
<tr><td>Fraction of layout instances using a drive strength above 1</td><td>18.83%</td></tr>
<tr><td>Area delta synth-&gt;final</td><td>23.79%</td></tr>
<tr><td>Storage cell area</td><td>5005 um^2</td></tr>
<tr><th colspan="2">CTS</th></tr>
<tr><td>Clock sink count</td><td>180</td></tr>
<tr><td>Number of hold buffers added after cts</td><td>0</td></tr>
<tr><td>Clock root buffer</td><td>sky130_fd_sc_hd__clkbuf_16</td></tr>
<tr><td>Number of buffers inserted during clock tree synthesis</td><td>17</td></tr>
<tr><td>CTS H-Tree Depth</td><td>4</td></tr>
<tr><td>Clock Path Buffers</td><td>2</td></tr>
<tr><td>Clock insertion delay at the later pin of the skew report</td><td>0.42 ns</td></tr>
<tr><td>Post-cts sizing count</td><td>0</td></tr>
<tr><td>Post-CTS setup buffer count</td><td>0</td></tr>
<tr><td>TritonCTS clock tree</td><td>yes</td></tr>
<tr><td>Clock slew at reported path FFs</td><td>0.07 ns</td></tr>
<tr><th colspan="2">Die</th></tr>
<tr><td>Width of the die</td><td>129.1 um</td></tr>
<tr><td>Area of the core</td><td>15830 um^2</td></tr>
<tr><td>Core utilization at floorplan</td><td>51.07%</td></tr>
<tr><td>I/O pin total</td><td>121</td></tr>
<tr><td>Die Ht</td><td>129.1 um</td></tr>
<tr><td>Die Footprint</td><td>16680 um^2</td></tr>
<tr><td>Placement Rows</td><td>46</td></tr>
<tr><th colspan="2">Placement</th></tr>
<tr><td>Pre-CTS setup slack</td><td>3.509 ns</td></tr>
<tr><td>Tally of buffers added on design ports</td><td>120</td></tr>
<tr><td>Hpwl dp</td><td>10980 um</td></tr>
<tr><td>Weighted congestion at the end of routability-driven global placement</td><td>0.8305</td></tr>
<tr><td>Count of placed standard cells including taps</td><td>832</td></tr>
<tr><th colspan="2">Job</th></tr>
<tr><td>Number of warnings in the stage logs</td><td>26</td></tr>
<tr><td>Number of max-cap violations</td><td>0</td></tr>
<tr><th colspan="2">Hold path</th></tr>
<tr><td>Hold Path Origin</td><td>regs.ram[1][8]$_DFFE_PP_</td></tr>
<tr><td>Hold crit path type</td><td>flip-flop to flip-flop</td></tr>
<tr><th colspan="2">Status</th></tr>
<tr><td>Result of the run</td><td>complete, no violations</td></tr>
</table>
-- power groups by stage --
stage	registers (mW)	logic, mW	clock network [mW]
final	0.708	0.190	0.518
after global routing	0.711	0.208	0.554
after CTS	0.708	0.194	0.531
-- cell families after synthesis --
kind of cell	Yosys count	synth area share, %
AOI/OAI and AO/OA	64	6.378
xor gates and xnor gates	15	1.625
buffers and inverters	56	4.133
DFF	180	61.92
muxes	136	21.63
other	2	0.09291
and+or+nand+nor	63	4.226
-- area by class of cell --
class                      count  share of cell area (%)
multi-input combinational    291                   28.24
clock buffer                  17                   4.252
tap                          216                   2.701
clock inverter                15                   1.275
inverter                       7                  0.2626
sequential                   180                   50.02
timing repair buffer         138                   13.26
-- routing by layer --
metal / GRT usage (%) / wire length [um] / vias up / share of wire [%]
li1: - / - / 2194 / -
met3: 9.714 / 1375 / 21 / 7.9
met4: 3.529 / 269 / 0 / 1.5
met2: 37.51 / 8579 / 173 / 49
met1: 35.07 / 7131 / 2338 / 41
met5: 0 / 0 / - / 0
-- final timing paths --
check	to	slack (ns)	cells past startpoint
setup / recovery	brbus[16]	3.50	10
hold / removal	idbus_reg[40]$_DFF_PN0_	0.58	2
setup reg to reg	idbus_reg[37]$_DFF_PN0_	10.55	3
hold reg to reg	idbus_reg[40]$_DFF_PN0_	0.58	2
max in group asynchronous	idbus_reg[25]$_DFF_PN0_	9.39	2
min in group asynchronous	idbus_reg[52]$_DFF_PN0_	2.12	2
-- placed cells by master (no fill, tap or decap), types with 4 or more instances in the layout --
cell type                         synthesis  layout
sky130_fd_sc_hd__a21oi_1                  6       6
sky130_fd_sc_hd__mux2_2                  34      34
sky130_fd_sc_hd__xnor2_1                  7       7
sky130_fd_sc_hd__mux2i_1                 74      73
sky130_fd_sc_hd__nor2_1                  21      21
sky130_fd_sc_hd__mux4_2                  23      23
sky130_fd_sc_hd__and2_1                   6       6
sky130_fd_sc_hd__o2bb2ai_1               16      16
sky130_fd_sc_hd__dfrtp_1                 56      56
sky130_fd_sc_hd__nor2b_1                  7       7
sky130_fd_sc_hd__dfxtp_1                 12      12
sky130_fd_sc_hd__o21ai_0                  5       5
sky130_fd_sc_hd__nand2_1                  8       8
sky130_fd_sc_hd__clkdlybuf4s50_1          0     118
sky130_fd_sc_hd__clkinv_2                 0       6
sky130_fd_sc_hd__nand2b_1                 6       6
sky130_fd_sc_hd__clkbuf_16                0      17
sky130_fd_sc_hd__xor2_1                   8       8
sky130_fd_sc_hd__a22o_1                  10      10
sky130_fd_sc_hd__inv_1                    7       7
sky130_fd_sc_hd__buf_4                   21      18
sky130_fd_sc_hd__inv_6                    0       5
sky130_fd_sc_hd__edfxtp_1               112     112
sky130_fd_sc_hd__conb_1                   2      13
sky130_fd_sc_hd__o22ai_1                  4       4
-- metrics by stage --
| stage | util (%) | instance area [um^2] |
|---|---|---|
| after CTS | 63.22 | 10010 |
| after global placement | 59.72 | 9453 |
| after global routing | 63.22 | 10010 |
| after detailed placement | 59.72 | 9453 |
| final | 63.22 | 10010 |
| after floorplan | - | 8124 |
-- worst max-delay path: stages --
cell and delay (ns):
sky130_fd_sc_hd__clkdlybuf4s50_1 0.66, sky130_fd_sc_hd__nand4b_1 0.42, sky130_fd_sc_hd__mux2i_4 0.26, sky130_fd_sc_hd__buf_4 0.41, sky130_fd_sc_hd__buf_4 0.51, sky130_fd_sc_hd__xnor2_1 0.12
sky130_fd_sc_hd__o41ai_1 0.52, sky130_fd_sc_hd__a21oi_1 0.12, sky130_fd_sc_hd__and4bb_1 0.22, sky130_fd_sc_hd__clkdlybuf4s50_1 0.41
Power figures rest on the tool's default switching activity, not on a simulated workload.
