==> ./design.v <==
`timescale 1ns/10ps
module alu_module(clock,resetn,idbus,exbus,ex_dest);
input           clock;
input           resetn;
input   [55:0]  idbus;
output  [39:0]  exbus;
output  [2:0]   ex_dest;
wire            idbus_valid;
wire [3:0]      idbus_op;
wire [2:0]      idbus_dest;
wire [15:0]     idbus_value1;
wire [15:0]     idbus_value2;
wire [15:0]     idbus_stvalue;
reg  [15:0]     exbus_exresult;
reg  [39:0]     exbus_reg;
parameter NOP = 4'd0;
parameter ADD = 4'd1;
parameter SUB = 4'd2;
parameter AND = 4'd3;
parameter OR  = 4'd4;
parameter NOT = 4'd5;
parameter SL  = 4'd6;
parameter SR  = 4'd7;
parameter SRU = 4'd8;
parameter ADDI= 4'd9;
parameter LD  = 4'd10;
parameter ST  = 4'd11;
parameter BR  = 4'd12;
assign idbus_valid      = idbus[55];
assign idbus_op         = idbus[54:51];
assign idbus_dest       = idbus[50:48];
assign idbus_value1     = idbus[47:32];
assign idbus_value2     = idbus[31:16];
assign idbus_stvalue    = idbus[15:0];
assign ex_dest          = idbus_dest;
always@(posedge clock or negedge resetn)
if(!resetn)
    exbus_reg <= 0;
else
    exbus_reg <= {idbus_valid, idbus_op, idbus_dest, exbus_exresult, idbus_stvalue};
always@( * )
begin
    case(idbus_op)
        ADD, ADDI, LD, ST:
              exbus_exresult = idbus_value1 + idbus_value2;
        SUB : exbus_exresult = idbus_value1 - idbus_value2;
        AND : exbus_exresult = idbus_value1 & idbus_value2;
        OR  : exbus_exresult = idbus_value1 | idbus_value2;
        NOT : exbus_exresult = ~idbus_value1;
        SL  : exbus_exresult = idbus_value1 << idbus_value2;
        SR  : exbus_exresult = idbus_value1 >> idbus_value2;
        SRU : exbus_exresult = idbus_value2>=16 ? {16{idbus_value1[15]}} : ({{15{idbus_value1[15]}}, idbus_value1} >> idbus_value2);
        default: exbus_exresult = 'dx;
    endcase
end
assign exbus = exbus_reg;
endmodule
==> ./run.sh <==
#!/bin/bash
# OpenROAD 26Q1-2900-gdf79404cd8, Yosys 0.63+post, stock flow scripts
make -C /OpenROAD-flow-scripts/flow DESIGN_CONFIG=/design/flow/config.mk WORK_HOME=/design/flow/orfs finish
==> ./config.mk <==
export PLATFORM = sky130hd
export DESIGN_NAME = alu_module
export DESIGN_NICKNAME = alu_module
export VERILOG_FILES = /design/flow/design.v
export SDC_FILE = /design/flow/constraint.sdc
export NUM_CORES = 4
export LEC_CHECK = 1
export CORE_UTILIZATION = 50
==> ./constraint.sdc <==
current_design alu_module

set clk_period 1.0
set clk_io_pct 0.2

create_clock -name clk0 -period $clk_period [get_ports {clock}]

set non_clock_inputs [all_inputs -no_clocks]
set_input_delay [expr $clk_period * $clk_io_pct] -clock clk0 $non_clock_inputs
set_output_delay [expr $clk_period * $clk_io_pct] -clock clk0 [all_outputs]
==> impl_metrics.toml <==
# synthesis and place-and-route metrics
[logic_synthesis]
synth_flops = 40
synth-edff-count = 0
synth.yosys.chip_area_um2 = 4320
yosys.cell_count.top_type = "sky130_fd_sc_hd__nor2_1"
ys.flop_type = "sky130_fd_sc_hd__dfrtp_1"
topCellsByArea = "sky130_fd_sc_hd__dfrtp_1 (23%), sky130_fd_sc_hd__o21ai_0 (6.5%), sky130_fd_sc_hd__nor2_1 (5.9%), sky130_fd_sc_hd__mux2i_1 (5.6%), sky130_fd_sc_hd__a21oi_1 (5.3%)"
number_of_different_library_cells_in_the_post_synthesis_netlist = 67
synthesis.area_um2 = 4320
netlist_instances = 559
post_synth.cell_area_avg_um2 = 7.73
asyncSetResetFlopFracSynth = 1.00
top_cells_by_count = "sky130_fd_sc_hd__nor2_1 (68), sky130_fd_sc_hd__nand2_1 (58), sky130_fd_sc_hd__o21ai_0 (56)"
ys_seq_frac = 0.232
largest_area_cell = "sky130_fd_sc_hd__dfrtp_1"
yosysTopAreaCellShare = 0.232
yosys_cell_count = 559
synth_warnings = 1

[clock_tree]
cts-buffers-inserted = 5
cts_htree_levels = 2
longest_clk_path_bufs = 2
clock_tree_from_tritoncts = "yes"
cts_root_buffer = "sky130_fd_sc_hd__clkbuf_8"
tritoncts_num_sinks = 40
clk_transition_reported_paths_ps = 70

[floorplan]
core_um2 = 8300
io-pin-count = 101
chip_area_um2 = 9010
die_height_um = 94.9
initial_utilization = 0.520
floorplan.die.width_um = 94.9
placementRows = 33

[route]
detail_route.wl_per_cell_um = 21.3
dr.pass1.iters = 5
detail_route.wirelength_mm = 18.9
postRouteAntennaNets = 0
drt-vias-per-instance = 6.20
route.vias.total = 5499
drt_drc_violations_left = 0
first_iter_violations = 475
antenna_cells = 0

[sta]
rsz0062_at_grt = "true"
post-route-worst-setup-slack_ps = -1730
worstMarginPinSlew_ps = 546
timing.max_slew.rel_slack = 0.636
finalSetupViolations = 17
final_hold_viol_count = 40
timing_max_transition_violations_final = 0
period_minus_slack_ps = 2730
finalCritPeriodShare = 2.73
max_freq_mhz = 366
hold_ws_ps = -131

[finish]
utilization = 0.828
final_layout_size_suffix_gt1_frac = 0.403
layout.cell_area.non_filler_um2 = 6870
max_ffs_per_register = 40
layout_overhead_on_the_synthesized_area_pct = 59.0

[grt]
largest_net_degree_at_the_start_of_global_routing = 56
grt_pass1_wl_mm = 27.6
globalRoute.totalOverflow = 0
number_of_global_route_vias_before_repair = 5120
global_route_usage_sum = 0.417
initial_antenna_violation_count = 0

[place]
dpl_cell_area_um2 = 6370
globalplace.congestion = 1.07
place_hpwl_mm = 13.4
tally_of_buffers_added_on_design_ports = 100

[setup_path]
worstPathMaxFanout = 7
critPathLaunchType = "input port"
worstPathRequired_ps = 1170
timing.setup.critical_path_class = "input port to register"
arrival_ps = 2900
timing.critical_path.to_type = "register"

[hold_path]
hold_class = "input port to async pin"

[pwr]
cellPowerDensity_nw_per_um2 = 968
ir_worst_vdd_mv = 0.729
design_power_total_mw = 6.65
leakage_nw = 3.08

[run]
cap_violations = 0
openroad.warnings = 34

[run_status]
outcome = "finished, violations left"
failed_checks = "hold timing, setup timing"
-- power breakdown --
part	internal, mW	total [mW]	leakage, nW	switching (mW)
sequential	1.81	1.85	0.471	0.0460
combinational	1.73	3.52	2.55	1.79
clock	0.740	1.27	0.0552	0.534
total	4.27	6.65	3.08	2.37
-- layout by cell type (no fill, tap or decap), drive strengths merged, types with 7 or more instances in the layout --
| master | count |
|---|---|
| a211oi | 13 |
| a21oi | 46 |
| a22oi | 17 |
| buf | 211 |
| clkbuf | 7 |
| clkdlybuf4s50 | 32 |
| dfrtp | 40 |
| dlygate4sd2 | 11 |
| ha | 18 |
| inv | 7 |
| mux2 | 10 |
| mux2i | 24 |
| nand2 | 58 |
| nor2 | 68 |
| nor2b | 9 |
| nor3 | 12 |
| o211ai | 11 |
| o21ai | 56 |
| xnor2 | 15 |
| xor2 | 26 |
-- final timing paths --
path / startpoint / endpoint / slack, ps / cells past startpoint
max in group asynchronous: resetn / exbus_reg[33]$_DFF_PN0_ / 950 / 2
min: resetn / exbus_reg[25]$_DFF_PN0_ / -130 / 2
min in group clk0: idbus[48] / exbus_reg[32]$_DFF_PN0_ / 120 / 1
max: idbus[53] / exbus_reg[31]$_DFF_PN0_ / -1730 / 12
-- what timing repair did --
action	CTS	global route
setup buffers	20	5
endpoints found under the hold margin	40	40
pin swaps	55	34
endpoints found under the setup margin	60	38
gates resized	258	28
-- per-stage QoR --
stage	worst slack (ps)	std cells	TNS, ps
finish	-1730	887	-22040
global route	-1760	887	-22680
CTS	-1730	885	-21410
detailed placement	-2320	858	-33120
global placement	-2260	858	-32260
floorplan	-1960	559	-23020
-- layer usage --
layer  global-route usage  up-vias  share of wire
met1                0.622     2594           0.42
li1                     -     2486              -
met5                    0        -              0
met4                0.101        0          0.033
met2                0.627      363           0.43
met3               0.0809       56           0.12
-- worst max-delay path, cell delays in order --
cell and delay [ps]:
sky130_fd_sc_hd__buf_6 90, sky130_fd_sc_hd__or4b_4 590, sky130_fd_sc_hd__buf_4 170, sky130_fd_sc_hd__buf_6 140, sky130_fd_sc_hd__o21ai_2 70, sky130_fd_sc_hd__xor2_1 180, sky130_fd_sc_hd__ha_1 290, sky130_fd_sc_hd__a2111o_1 400
sky130_fd_sc_hd__a21oi_2 170, sky130_fd_sc_hd__nor4_2 80, sky130_fd_sc_hd__o311a_1 290, sky130_fd_sc_hd__a211o_1 240
-- logic make-up after synthesis --
family,count (synthesis),share of synthesized area
xor+xnor,41,0.0831
mux,36,0.0921
fa+ha+maj,19,0.0568
compound gates,188,0.278
buf+inv,54,0.0545
flops,40,0.232
simple gates,181,0.204
-- cell type report --
class                      count  area, um2
multi-input combinational    465       3510
timing repair buffer         260       2070
fill                         465       1430
sequential                    40       1000
tap                          105        131
clock buffer                   6       72.6
inverter                       9       38.8
clock inverter                 2       35.0
Power figures rest on the tool's default switching activity, not on a simulated workload.
